**design/flow/config.mk**
```make
export PLATFORM = sky130hd
export DESIGN_NAME = SDRAM_CTRL
export DESIGN_NICKNAME = SDRAM_CTRL
export VERILOG_FILES = /design/flow/design.v
export SDC_FILE = /design/flow/constraint.sdc
export NUM_CORES = 4
export LEC_CHECK = 1
export CORE_UTILIZATION = 40
```
**design/flow/constraint.sdc**
```tcl
current_design SDRAM_CTRL

set clk_period 3.1
set clk_io_pct 0.2

create_clock -name clk0 -period $clk_period [get_ports {MAX10_CLK1_100}]
create_clock -name clk1 -period $clk_period [get_ports {MAX10_CLK2_100_3ns}]

set non_clock_inputs [all_inputs -no_clocks]
set_input_delay [expr $clk_period * $clk_io_pct] -clock clk0 $non_clock_inputs
set_output_delay [expr $clk_period * $clk_io_pct] -clock clk0 [all_outputs]
```
**design/flow/design.v**
```verilog
`timescale 10ns/1ns 
module SDRAM_CTRL(
	input		    				RE,		 
	input		    				WR,		 
	input		    [24:0]		ADDR,
	output	 	 oRD_DATA_READY,
	output		 RD_REQUEST_APPROVED,
	output 		 WR_REQUEST_APPROVED,
	output  	reg	    [15:0]		RD_DATA,
	input				[15:0] WR_DATA,
	input 		          		MAX10_CLK1_100,		 
	input 		          		MAX10_CLK2_100_3ns, 	 
	output		    [12:0]		DRAM_ADDR,
	output		     [1:0]		DRAM_BA,
	output		          		DRAM_CAS_N,
	output		          		DRAM_CKE,
	output		          		DRAM_CLK,
	output		          		DRAM_CS_N,
	inout 		    [15:0]		DRAM_DQ,
	output		          		DRAM_LDQM,
	output		          		DRAM_RAS_N,
	output		          		DRAM_UDQM,
	output		          		DRAM_WE_N,
	input 		          		reset_n,
	output		     [4:0]		LEDR 
	);
parameter 		POWERUP_DELAY = 10000;	 
parameter      REFRESH_CYCLE             	=     14'd8192;	 
parameter      REFRESH_64ms_COUNT      	=	23'd6400000;	 
parameter      REFRESH_CYCLE_PULSE_WIDTH  =  23'd6399930;	 
parameter [2:0] CMD_LOADMODE  		= 3'b000;	 
parameter [2:0] CMD_AUTO_REFRESH    = 3'b001;
parameter [2:0] CMD_PRECHARGE 		= 3'b010;
parameter [2:0] CMD_ACTIVE    		= 3'b011;
parameter [2:0] CMD_WRITE     		= 3'b100;
parameter [2:0] CMD_READ      		= 3'b101;
parameter [2:0] CMD_NOP       		= 3'b111;
wire [2:0] CMD; 
reg RD_DATA_READY=1'b0; 
parameter
reset_state=5'b11111, 
Init_NOP_state =5'b00001,
Init_PALL_state=5'b00010,
Init_Auto_Refresh_state =5'b00011,
Init_Load_mode_register_state=5'b00100,
Init_Load_mode_register_NOP_state=5'b00101,
idle_state=5'b00110, 
activate_state=5'b00111,
activate_NOP_state=5'b01000,
read_state=5'b01001,
NOP_read_state1=5'b01010,
NOP_read_state2=5'b01011,
Precharge_state=5'b01100,
Precharge_NOP_state=5'b01101,
Auto_Refresh_64ms_state=5'b01110,
Init_Auto_Refresh_NOP1_state=5'b01111,
Init_Auto_Refresh_NOP2_state=5'b10000,
Init_Auto_Refresh_NOP3_state=5'b10001,
Init_Auto_Refresh_NOP4_state=5'b10010,
Init_Auto_Refresh_NOP5_state=5'b10011,
Init_Auto_Refresh_NOP6_state=5'b10100,
Init_PALL_state_NOP1_state=5'b10101, 
Auto_Refresh_NOP1_state=5'b10110,
Auto_Refresh_NOP2_state=5'b10111,
Auto_Refresh_NOP3_state=5'b11000,
Auto_Refresh_NOP4_state=5'b11001,
Auto_Refresh_NOP5_state=5'b11010,
Auto_Refresh_NOP6_state=5'b11011,
write_state=5'b11100, 
NOP_write_state1=5'b11101, 
NOP_write_state2=5'b11110; 
parameter [14:0] MODE_REG = 15'b00000_1_00_010_0_000;  
parameter      AUTO_REFRESH_INIT  =      8; 
reg[4:0] current_state   ;
integer count_init_powerup_delay;		 
reg powerup_complete_flag =1'b0;
reg[3:0] count_auto_refresh_init=4'd0;
reg[13:0] count_auto_refresh=14'd0;		 
reg[22:0] refresh_count_timer=23'd0;	 
reg refresh_flag = 1'b0;
reg refresh_ack_flag =1'b0;
reg read_flag_ack=1'b0;			 
reg write_flag_ack=1'b0;		 
always @(posedge MAX10_CLK1_100) 
		begin
					if(refresh_count_timer < REFRESH_64ms_COUNT)
						begin
							refresh_count_timer <=refresh_count_timer+1;
							if( (refresh_count_timer > REFRESH_CYCLE_PULSE_WIDTH))
								begin
									refresh_flag <=1'b1; 
								end
							else
								refresh_flag<=1'b0;
						end
					else
						begin
							refresh_count_timer <=23'd1; 
							refresh_flag<=1'b0;
						end
		end
always @(posedge MAX10_CLK1_100) 
		begin
				if( current_state==Init_NOP_state)
					begin
						if (count_init_powerup_delay<POWERUP_DELAY-2) 
							begin
								powerup_complete_flag =1'b0;
								count_init_powerup_delay = count_init_powerup_delay + 1;
							end
						else
							powerup_complete_flag =1'b1;
					end
				else
					count_init_powerup_delay=0;
		end
always @(posedge MAX10_CLK1_100) 
		begin
			if(!reset_n)	 
							current_state=reset_state;
				else
					begin
							case (current_state)
								  reset_state:
								  begin
										refresh_ack_flag=1'b0;
										RD_DATA_READY<=1'b0;
										count_auto_refresh_init=4'd0;
										current_state=Init_NOP_state;
									end
								  Init_NOP_state:	 
								  begin
												if (powerup_complete_flag==1'b1) 
													begin
														current_state=Init_PALL_state;
													end
												else
													current_state=Init_NOP_state; 
								  end
								  Init_PALL_state:
								  begin
											current_state=Init_PALL_state_NOP1_state;
								  end
								  Init_PALL_state_NOP1_state: 
								  begin
										current_state=Init_Auto_Refresh_state;
								  end
								  Init_Auto_Refresh_state: 
								  begin
											count_auto_refresh_init<=count_auto_refresh_init+1;
											current_state=Init_Auto_Refresh_NOP1_state;
								  end
									Init_Auto_Refresh_NOP1_state:		 
									begin
										current_state=Init_Auto_Refresh_NOP2_state;
									end
									Init_Auto_Refresh_NOP2_state:
									begin
										current_state=Init_Auto_Refresh_NOP3_state;
									end
									Init_Auto_Refresh_NOP3_state:
									begin
										current_state=Init_Auto_Refresh_NOP4_state;
									end
									Init_Auto_Refresh_NOP4_state:
									begin
										current_state=Init_Auto_Refresh_NOP5_state;
									end
									Init_Auto_Refresh_NOP5_state:
									begin
										current_state=Init_Auto_Refresh_NOP6_state;
									end
								  Init_Auto_Refresh_NOP6_state:
									begin
											if (count_auto_refresh_init < AUTO_REFRESH_INIT) 
												current_state=Init_Auto_Refresh_state;
											else
												current_state=Init_Load_mode_register_state;
									end
									Init_Load_mode_register_state:
									begin
											current_state=Init_Load_mode_register_NOP_state;
									end
									Init_Load_mode_register_NOP_state:
									begin
											current_state=idle_state;	 
									end
								  idle_state:
										begin	
												if(refresh_flag && !refresh_ack_flag)						 
													begin
														refresh_ack_flag<=1'b1;
														current_state=Auto_Refresh_64ms_state;			 
													end
												else if(!RE && read_flag_ack) 
													begin
														read_flag_ack=1'b0;
														RD_DATA_READY<=1'b0; 
													end
												else if(RE && !read_flag_ack) 
													begin
														read_flag_ack<=1'b1;		 
														current_state=activate_state;
													end
												else if(!WR && write_flag_ack) 
													begin
														write_flag_ack=1'b0;
													end
												else if(WR && !write_flag_ack) 
													begin
														write_flag_ack<=1'b1;	 
														current_state=activate_state;
													end
										 end	 
								  activate_state:
									begin
										current_state=activate_NOP_state;
									end
									activate_NOP_state: 			 
										begin
											if(read_flag_ack)	
												begin
													current_state=read_state;		 
												end
											else if(write_flag_ack)
												begin
													current_state=write_state;	 
												end
										end								 
								  read_state:
									begin
											current_state=NOP_read_state1;
										end
									NOP_read_state1: 
										begin
											 current_state=NOP_read_state2;
										end
									NOP_read_state2: 
										begin					  
												current_state=Precharge_state;  
										end
								write_state:
									begin
										current_state=NOP_write_state1;
									end
									NOP_write_state1: 
										begin
											current_state=NOP_write_state2;
										end
									NOP_write_state2: 
										begin
											current_state=Precharge_state;
										end
								  Precharge_state:
									begin
										current_state=Precharge_NOP_state;
									end
									Precharge_NOP_state: 
										begin
											current_state=idle_state;
										end
								Auto_Refresh_64ms_state: 
										  begin
												count_auto_refresh<=count_auto_refresh+1;
												current_state=Auto_Refresh_NOP1_state;
										  end
									Auto_Refresh_NOP1_state:				 
									begin
											current_state=Auto_Refresh_NOP2_state;
									end
									Auto_Refresh_NOP2_state:
									begin
										current_state=Auto_Refresh_NOP3_state;
									end
									Auto_Refresh_NOP3_state:
									begin
										current_state=Auto_Refresh_NOP4_state;
									end
									Auto_Refresh_NOP4_state:
									begin
										current_state=Auto_Refresh_NOP5_state;
									end
									Auto_Refresh_NOP5_state:
									begin
										current_state=Auto_Refresh_NOP6_state;
									end
								  Auto_Refresh_NOP6_state:			 
									begin
										if (count_auto_refresh<REFRESH_CYCLE) 
											current_state=Auto_Refresh_64ms_state;
										else begin
												count_auto_refresh=14'd0;
												refresh_ack_flag<=1'b0;
												current_state=idle_state;
											end
									end
								default : current_state<=reset_state;
							endcase
					end 
end  
always @(posedge MAX10_CLK2_100_3ns) 
begin
	if((current_state==NOP_read_state2  )) 
		begin
			RD_DATA<=DRAM_DQ;
		end
end
assign oRD_DATA_READY = (   current_state==Precharge_state | current_state==Precharge_NOP_state | current_state==idle_state)?1'b1:1'b0;
assign CMD =(current_state==Init_Load_mode_register_state)?CMD_LOADMODE:
(current_state==activate_state)?CMD_ACTIVE:
(current_state==read_state)?CMD_READ:
(current_state==write_state)?CMD_WRITE:
(current_state==Precharge_state|current_state==Init_PALL_state)?CMD_PRECHARGE:
(current_state==Auto_Refresh_64ms_state|current_state==Init_Auto_Refresh_state)?CMD_AUTO_REFRESH:CMD_NOP;
assign DRAM_DQ=(current_state==write_state)?WR_DATA:{16{1'bz}};		 
assign RD_REQUEST_APPROVED = read_flag_ack;				 
assign WR_REQUEST_APPROVED = write_flag_ack;  			 
assign DRAM_CKE=1'b1; 											 
assign DRAM_CS_N=1'b0; 											 
assign {DRAM_RAS_N, DRAM_CAS_N, DRAM_WE_N} = CMD;		 
assign {DRAM_UDQM,DRAM_LDQM} = (current_state==write_state | current_state==read_state|current_state==NOP_read_state1|current_state==NOP_read_state2)?2'b00:2'b11;  
assign {DRAM_BA,DRAM_ADDR}=(current_state==activate_state)? ADDR[24:10]:								 
       (current_state==read_state | current_state==write_state)? {ADDR[24:23],3'b000,ADDR[9:0]}:	 
		 (current_state==Init_PALL_state | current_state==Precharge_state)? {15{1'b1}}:				 
		 (current_state==Init_Load_mode_register_state)? MODE_REG:{15{1'b0}};							 
assign DRAM_CLK=MAX10_CLK2_100_3ns;  
assign LEDR=current_state;				 
endmodule
```
**design/flow/run.sh**
```bash
#!/bin/bash
# OpenROAD 26Q1-2900-gdf79404cd8, Yosys 0.63+post, stock flow scripts
make -C /OpenROAD-flow-scripts/flow DESIGN_CONFIG=/design/flow/config.mk WORK_HOME=/design/flow/orfs finish
```
==> flow_summary.yaml <==
# flow metrics
yosys:
  ys.flop_type: "dfxtp_1"
  synth.most_common_cell: "nor2_1"
  synthXorXnorAreaFrac: 0.0509
  synth_seq_share: 0.429
  topCellsByArea: "dfxtp_1, edfxtp_1, a21oi_1, nor2_1, nand2_1"
  simple_gate_share: 0.277
  synth.top_cell.area_share: 0.222
  yosys_warnings: 2
  synth_cell_types: 59
  ys_sh_aoi: 0.146
  syn_inst: 643
  fa_ha_area_frac: 0.0182
  mux_share: 0.00750
  ys_cells: 643
  synth_flops: 99
  synth.avg_cell_area_sq_um: 8.57
  synthTopCellsByCount: "nor2_1, dfxtp_1, a21oi_1, nand2_1, edfxtp_1"
  edf_count: 38
  synth-async-reset-ratio: 0
  yosys-stat-area_sq_um: 5510
  synth_area_sq_um: 5510
  largest_area_cell: "dfxtp_1"
  top_logic_kind: "simple AND/OR/NAND/NOR gates"
placed_design:
  portBuffers: 89
  placed_cell_area_sq_um: 6390
  dp.cells: 866
  place_hpwl_mm: 8.40
  dp_slack_ns: 0.246
  gp_congestion: 0.896
status:
  stop_error: "[ERROR RSZ-0074] Failed to build tree from global routes for pin 'input45/X' and net 'WR_DATA[9]' at grid (113850, 79350): found route to 1 pins, expected 2"
  haltStage: "global routing"
  status: "stopped before the end"
floorplan:
  io_pins: 109
  num_rows: 42
  fp_util: 0.413
  fp.dieH_microns: 119
  die_x_microns: 119
clocking:
  postCtsSetupRepairBufs: 0
global_route:
  grt_max_degree: 36
## logic make-up after synthesis
group / Yosys count
mux: 4
simple gates: 293
fa+ha+maj: 8
other cells: 2
buf+inv: 70
flops: 99
xor+xnor: 32
compound gates: 135
## what timing repair did
item	CTS
resized	1
hold buffers	0
endpoints found under the setup margin	11
